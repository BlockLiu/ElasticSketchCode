<file path="design/flow/run.sh">
#!/bin/bash
# OpenROAD 26Q1-2900-gdf79404cd8, Yosys 0.63+post, stock flow scripts
make -C /OpenROAD-flow-scripts/flow DESIGN_CONFIG=/design/flow/config.mk WORK_HOME=/design/flow/orfs finish
</file>
<file path="design/flow/config.mk">
export PLATFORM = sky130hd
export DESIGN_NAME = half32_16bit
export DESIGN_NICKNAME = half32_16bit
export VERILOG_FILES = /design/flow/design.v
export SDC_FILE = /design/flow/constraint.sdc
export NUM_CORES = 4
export LEC_CHECK = 1
export CORE_AREA = 10 10 105 105
export DIE_AREA = 0 0 115 115
</file>
<file path="design/flow/constraint.sdc">
current_design half32_16bit

set clk_period 1.2
set clk_io_pct 0.2

create_clock -name clk0 -period $clk_period [get_ports {clk}]

set non_clock_inputs [all_inputs -no_clocks]
set_input_delay [expr $clk_period * $clk_io_pct] -clock clk0 $non_clock_inputs
set_output_delay [expr $clk_period * $clk_io_pct] -clock clk0 [all_outputs]
</file>
<file path="design/flow/design.v">
module half32_16bit(
input	wire			clk,
input	wire			reset,
input	wire	ip_address_in_wr,
input	wire	[31:0] ip_address_in,
output	reg			ip_addr_checksum_wr,
output	reg			[43:0]	ip_addr_checksum
);
always @ (posedge clk or negedge reset)
begin
    if (~reset)
    begin
        ip_addr_checksum	<={32'b0,12'hfff};
        ip_addr_checksum_wr	<= 1'b0;
    end
    else if(ip_address_in_wr)
    begin 
		ip_addr_checksum	<=	{ip_address_in,ip_address_in[11:0]^ip_address_in[23:12]};
		ip_addr_checksum_wr	<=	1'b1;
    end
    else 
    begin
        ip_addr_checksum	<={32'b0,12'hfff};
        ip_addr_checksum_wr	<= 1'b0;
    end
end
endmodule
</file>
==> flow_summary.rst <==
Run summary
-----------

.. list-table::
   :header-rows: 1

   * - Metric
     - Value
   * - Status
     - complete, but fails checks
   * - Violations in the final reports
     - hold timing
   * - WL/cell
     - 13.1 um
   * - Cell area after synthesis
     - 1510 um^2
   * - Diodes inserted
     - 0
   * - Tally of non-filler cells in the final layout
     - 298
   * - Wire length of the first global-routing pass
     - 6.31 mm
   * - Type of the most critical hold path
     - input pin to asynchronous set/reset pin
   * - Area of all placed cells without fillers
     - 2470 um^2
   * - Number of global-route vias before repair
     - 1147
   * - Arrival time reported for the critical path endpoint
     - 0.91 ns
   * - Max Slew Vio Count
     - 0
   * - Total cells reported by yosys after synthesis
     - 105
   * - Core utilization at floorplan
     - 17.2%
   * - Final wirelength
     - 3.92 mm
   * - Number of search-and-repair iterations in the first detailed-routing pass
     - 3
   * - Period utilization
     - 96.1%
   * - Required time of the worst setup path
     - 0.96 ns
   * - Arithmetic-cell share of the synthesized area counting full adders, half adders and majority gates
     - 0%
   * - Buf/Inv on CP
     - 1
   * - GRT overflow
     - 0
   * - Library cell used as clock root buffer
     - clkbuf_8
   * - Buffers added on ports
     - 79
   * - Leakage power summed over all cells
     - 0.00115 uW
   * - Count of cell types in the netlist
     - 7
   * - Max FO, Critical Path
     - 1
   * - Startpoint class of the critical path
     - register
   * - Kind of cell adding the most delay to the critical path
     - flip-flops
   * - GRT Total Usage
     - 5.90%
   * - Xor/xnor cell area share of the yosys netlist
     - 6.95%
   * - Vertical extent of the die
     - 115 um
   * - Max-Slew Margin vs Limit
     - 84.0%
   * - Mux frac, synth
     - 0%
   * - H-tree levels
     - 2
   * - Worst supply voltage drop on vdd
     - 0.472 mV
   * - Final setup fails
     - 0
   * - Area leader, netlist
     - dfrtp_1
   * - Cell count after placement
     - 291
   * - Via count normalized by instance count
     - 3.40
   * - Total Die Area
     - 13200 um^2
   * - Cells after synthesis
     - 105
   * - Final RePlAce weighted congestion
     - 0.669
   * - Log Warnings
     - 27
   * - Combinational family with the most area after synthesis
     - simple AND/OR/NAND/NOR gates
   * - Flip-flop and latch count after synthesis
     - 45
   * - Cell-by-cell listing of the critical path
     - buf_2
   * - TritonCTS clock tree
     - built
   * - Unrepaired setup endpoints after global routing
     - no
   * - Top-area cell share
     - 54.6%
   * - Post-placement setup slack
     - -0.0212 ns
   * - Worst Setup Slack, final
     - 0.0466 ns
   * - Instance area after placement
     - 2460 um^2
   * - Maximum achievable frequency
     - 867 MHz
   * - Sequential cell area fraction in the yosys report
     - 75.5%
   * - Detailed-route DRC error count
     - 0
   * - Power per unit of standard cell area
     - 1270 nW/um^2
   * - Vias
     - 1012
   * - Cell area leaders
     - dfrtp_1 (55%), dfstp_2 (21%), and2_1 (13%), xnor2_1 (7.0%), nand2_1 (3.0%)
   * - Post-Syn Area per Cell
     - 14.4 um^2
   * - Max-capacitance violation count
     - 0
   * - Synthesized-area fraction occupied by and/or/nand/nor cells
     - 16.2%
   * - Kind of critical path
     - register to output pin
   * - CTS Buffer Depth
     - 2
   * - Ratio of cells with drive above 1 in the final layout
     - 18.4%
   * - WHS
     - -0.0936 ns
   * - Number of DRC markers in iteration 0
     - 16
   * - Standard-cell rows
     - 34
   * - Initial antenna violation count
     - 0
   * - Post-layout minimum cycle time
     - 1.15 ns
   * - Boundary pin count
     - 80
   * - Crit path largest cell delay
     - 0.53 ns
   * - Clock-pin slew of the registers on the worst-case setup and hold paths
     - 0.09 ns
   * - Final-layout setup total negative slack
     - 0 ns
   * - Final antenna-violating net count
     - 0
   * - Width of the chip
     - 115 um
   * - Warning count from the yosys run
     - 1
   * - Slowest stage cell, crit path
     - dfstp_2
   * - Clock buffer count from CTS
     - 5
   * - Post-synth area from yosys stat
     - 1510 um^2
   * - Final hold viol count
     - 33
   * - Largest net degree at the start of global routing
     - 46
   * - Post-detail-place hpwl
     - 3.11 mm
   * - Endpoint type of the worst setup path
     - output pin
   * - Core box area
     - 8760 um^2
   * - Clock sink count
     - 45
   * - Area growth from synthesis to layout
     - 63.5%
   * - Compound Share, Synth
     - 0%
   * - Worst Max-Slew Pin Slew
     - 0.239 ns
   * - Dominant logic cell types in the final layout
     - clkdlybuf4s50_1 (33), dfrtp_1 (33), and2_1 (32)
metrics by stage:
stage | util (%) | power [uW]
2_1_floorplan | - | 1750
3_3_place_gp | 28.1 | 2120
3_5_place_dp | 28.1 | 2130
4_1_cts | 28.1 | 3230
5_1_grt | 28.2 | 3330
6_report | 28.2 | 3140
worst paths after layout:
check / endpoint / from / cells past startpoint / slack, ns
setup / recovery: ip_addr_checksum[0] / ip_addr_checksum[0]$_DFF_PN1_ / 1 / 0.05
hold / removal: ip_addr_checksum[23]$_DFF_PN0_ / reset / 2 / -0.09
max in group asynchronous: ip_addr_checksum[7]$_DFF_PN1_ / reset / 2 / 1.01
min in group clk0: ip_addr_checksum[40]$_DFF_PN0_ / ip_address_in[28] / 2 / 0.49
synthesized netlist by cell type:
cell,n
xnor2_1,12
dfrtp_1,33
and2_1,32
clkbuf_2,3
dfstp_2,12
buf_2,1
nand2_1,12
power breakdown:
part / total [uW] / switching (uW) / internal, uW
Clock: 1130 / 511 / 617
Combinational: 368 / 126 / 242
Sequential: 1640 / 17.2 / 1620
Total: 3140 / 654 / 2480
routing by layer:
layer	share of wire, %	vias up	track usage [%]
met3	9.2	4	2.27
met4	1.8	0	1.07
met2	52	38	10.2
met5	0	-	0
li1	-	484	-
met1	37	486	6.84
what timing repair did:
| action | 4_1_cts | 5_1_grt |
|---|---|---|
| setup buffers | 0 | 0 |
| endpoints found under the hold margin | 33 | 33 |
| resized | 70 | 4 |
| setup endpoints to repair | 45 | 4 |
layout make-up:
type                            count  area (um^2)
Timing Repair Buffer               82          737
Tap cell                          108          135
Fill cell                         898         6290
Sequential cell                    45         1140
Clock inverter                      2         38.8
Multi-Input combinational cell     56          350
Clock buffer                        5         68.8
kinds of logic (layout without fill, tap and decap cells):
| logic type | count (synthesis) | in the layout |
|---|---|---|
| flops | 45 | 45 |
| simple gates | 44 | 44 |
| xor+xnor | 12 | 12 |
| buf+inv | 4 | 89 |
sequential cells by signal, summed over array words and instances, names as in the netlist:
name and flops:
ip_addr_checksum 44, ip_addr_checksum_wr 1
Power is estimated from default activity; no workload was simulated.
